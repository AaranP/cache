`flow/design.v`:
```
module M68kDramController_Verilog (
			input Clock,								 
			input Reset_L,     						 
			input unsigned [31:0] Address,		 
			input unsigned [15:0] DataIn,			 
			input UDS_L,								 
			input LDS_L, 								 
			input DramSelect_L,     				 
			input WE_L,  								 
			input AS_L,									 
			output reg unsigned[15:0] DataOut, 				 
			output reg SDram_CKE_H,								 
			output reg SDram_CS_L,								 
			output reg SDram_RAS_L,								 
			output reg SDram_CAS_L,								 
			output reg SDram_WE_L,								 
			output reg unsigned [12:0] SDram_Addr,			 
			output reg unsigned [1:0] SDram_BA,				 
			inout  reg unsigned [15:0] SDram_DQ,			 
			output reg Dtack_L,									 
			output reg ResetOut_L,								 
			output reg [4:0] DramState
		); 	
		reg  	[4:0] Command;										 
		reg	TimerLoad_H ;										 
		reg   TimerDone_H ;										 
		reg 	unsigned	[15:0] Timer;							 
		reg 	unsigned	[15:0] TimerValue;					 
		reg	RefreshTimerLoad_H;								 
		reg   RefreshTimerDone_H ;								 
		reg 	unsigned	[15:0] RefreshTimer;					 
		reg 	unsigned	[15:0] RefreshTimerValue;			 
		reg   unsigned [4:0] CurrentState;					 
		reg   unsigned [4:0] NextState;						 
		reg  	unsigned [1:0] BankAddress;
		reg  	unsigned [12:0] DramAddress;
		reg	DramDataLatch_H;									 
		reg  	unsigned [15:0]SDramWriteData;
		reg  FPGAWritingtoSDram_H;								 
		reg  CPU_Dtack_L;											 
		reg  CPUReset_L;		
		parameter PoweringUp = 5'b00000 ;					 
		parameter DeviceDeselect  = 5'b11111;				 
		parameter NOP = 5'b10111;								 
		parameter BurstStop = 5'b10110;						 
		parameter ReadOnly = 5'b10101; 						 
		parameter ReadAutoPrecharge = 5'b10101; 			 
		parameter WriteOnly = 5'b10100; 						 
		parameter WriteAutoPrecharge = 5'b10100 ;			 
		parameter AutoRefresh = 5'b10001;
		parameter BankActivate = 5'b10011;					 
		parameter PrechargeSelectBank = 5'b10010;			 
		parameter PrechargeAllBanks = 5'b10010;			 
		parameter ModeRegisterSet = 5'b10000;				 
		parameter ExtModeRegisterSet = 5'b10000;			 
		parameter InitialisingState = 5'h00;				 
		parameter WaitingForPowerUpState = 5'h01	;		 
		parameter IssueFirstNOP = 5'h02;						 
		parameter PrechargingAllBanks = 5'h03;
		parameter Idle_state = 5'h04;			
		parameter Precharge_NOP = 5'h05;
		parameter Refresh_com = 5'h06;
		parameter Load_NOP = 5'h07;
		parameter Load_refresh_timer = 5'h08;
		parameter Read = 5'h09;
		parameter Wait_write = 5'd10;
		parameter Write = 5'd11;
		parameter After_write = 5'd12;
		parameter Wait_CAS = 5'd13;
		parameter Terminate = 5'd14;
		parameter Load_reg = 5'd15;
	always@(posedge Clock)
		if(TimerLoad_H == 1) 				 
			Timer <= TimerValue ;			 
		else if(Timer != 16'd0) 			 
			Timer <= Timer - 16'd1 ;		 
	always@(Timer) begin
		TimerDone_H <= 0 ;					 
		if(Timer == 16'd0) 					 
			TimerDone_H <= 1 ;				 
	end
	always@(posedge Clock)
		if(RefreshTimerLoad_H == 1) 						 
			RefreshTimer  <= RefreshTimerValue ;		 
		else if(RefreshTimer != 16'd0) 					 
			RefreshTimer <= RefreshTimer - 16'd1 ;		 
	always@(RefreshTimer) begin
		RefreshTimerDone_H <= 0 ;							 
		if(RefreshTimer == 16'd0) 								 
			RefreshTimerDone_H <= 1 ;						 
	end
   always@(posedge Clock, negedge Reset_L)
	begin
		if(Reset_L == 0) begin							 
			CurrentState <= InitialisingState ;
			ResetOut_L   <= 0;
		end else 	begin									 
			CurrentState <= NextState;		
			SDram_CKE_H <= Command[4];			 
			SDram_CS_L  <= Command[3];			 
			SDram_RAS_L <= Command[2];			 
			SDram_CAS_L <= Command[1];			 
			SDram_WE_L  <= Command[0];			 
			SDram_Addr  <= DramAddress;		 
			SDram_BA   	<= BankAddress;		 
			Dtack_L 		<= CPU_Dtack_L ;			 
			ResetOut_L 	<= CPUReset_L ;			 
			if(FPGAWritingtoSDram_H == 1) 			 
				SDram_DQ	<= SDramWriteData ;
			else
				SDram_DQ	<= 16'bZZZZZZZZZZZZZZZZ;			 
			DramState <= CurrentState ;					 
		end
	end	
	always@(negedge Clock)
	begin
		if(DramDataLatch_H == 1)      			 
			DataOut <= SDram_DQ ;					 
	end
	always@(*)
	begin
		Command 	<= NOP ;												 
		NextState <= InitialisingState ;							 
		TimerValue <= 16'h0000;										 
		RefreshTimerValue <= 16'h0000 ;							 
		TimerLoad_H <= 0;												 
		RefreshTimerLoad_H <= 0 ;									 
		DramAddress <= 13'h0000 ;									 
		BankAddress <= 2'b00 ;										 
		DramDataLatch_H <= 0;										 
		CPU_Dtack_L <= 1 ;											 
		SDramWriteData <= 16'h0000 ;								 
		CPUReset_L <= 0 ;												 
		FPGAWritingtoSDram_H <= 0 ;								 
		if(CurrentState == InitialisingState ) begin
			TimerValue <= 16'd8;
			TimerLoad_H <= 1 ;										 
			Command <= PoweringUp ;									 
			NextState <= WaitingForPowerUpState ;				 
		end
		else if(CurrentState == WaitingForPowerUpState) begin
			Command <= PoweringUp ;									 
			if(TimerDone_H == 1) 									 
				NextState <= IssueFirstNOP ;						 
			else
				NextState <= WaitingForPowerUpState ;			 
		end
		else if(CurrentState == IssueFirstNOP) begin	 		 
			Command <= NOP ;											 
			NextState <= PrechargingAllBanks;
		end		
		else if (CurrentState == PrechargingAllBanks) begin
			Command <= PrechargeAllBanks;
			DramAddress[10] <= 1;				 
			NextState <= Precharge_NOP;
		end
		else if (CurrentState == Precharge_NOP) begin
			Command <= NOP;
			NextState <= Refresh_com;
			TimerValue <= 16'd40;
			TimerLoad_H <= 1'b1;
			DramAddress[10] <= 0;
		end
		else if(CurrentState == Refresh_com) begin
			if(TimerDone_H) begin
				NextState <= Load_reg;
			end
			else if (Timer % 4 == 0) begin
			Command <= AutoRefresh;
			NextState <= Refresh_com;
			end
			else begin
				Command <= NOP;
				NextState <= Refresh_com;
			end
		end
		else if(CurrentState == Load_reg) begin
			DramAddress <= 16'h220;
			Command <= ModeRegisterSet;
			NextState <= Load_NOP;
			TimerValue <= 16'd3;
			TimerLoad_H <= 1'b1;
			DramAddress[10] <= 0;
		end
		else if(CurrentState == Load_NOP) begin
			Command <= NOP;
			if (TimerDone_H) begin
				NextState <= Load_refresh_timer;
			end
			else NextState <= Load_NOP;
		end
		else if(CurrentState == Load_refresh_timer) begin
			RefreshTimerValue <= 16'd375; 		 
			RefreshTimerLoad_H <= 1'b1;			 
			NextState <= Idle_state;
		end
		else if(CurrentState == Idle_state) begin
			Command <= NOP;
			CPUReset_L <= 1;
			if (RefreshTimerDone_H) begin
				NextState <= PrechargingAllBanks;
			end
			else if ((DramSelect_L == 0) && (AS_L == 0)) begin
				DramAddress <= Address[23:11];  
				BankAddress <= Address[25:24];
				Command <= BankActivate;
				if(WE_L) 
					NextState <= Read;
				else 
					NextState <= Wait_write;
			end
			else NextState <= Idle_state;
		end
		else if(CurrentState == Wait_write) begin
			CPUReset_L <= 1;								
			if((UDS_L == 0) || (LDS_L == 0)) begin	
				DramAddress <= Address[10:1];	
				DramAddress[10] <= 1;		
				BankAddress <= Address[25:24];			
				CPU_Dtack_L <= 0;							
				FPGAWritingtoSDram_H <= 1; 			
				SDramWriteData <= DataIn;				
				Command <= WriteAutoPrecharge;
				NextState <= After_write;
			end
			else 
				NextState <= Wait_write;	
		end
		else if(CurrentState == After_write) begin
			CPUReset_L <= 1;						
			CPU_Dtack_L <= 0;						
			FPGAWritingtoSDram_H <= 1; 		
			SDramWriteData <= DataIn;			
			Command <= NOP;	
			NextState <= Terminate;
		end
		else if(CurrentState == Read) begin
			CPUReset_L <= 1;
			DramAddress <= Address[10:1];			
			DramAddress[10] <= 1;
			BankAddress <= Address[25:24];			
			Command <= ReadAutoPrecharge;	
			TimerValue <= 16'd3;					
			TimerLoad_H <= 1 ;			
			NextState <= Wait_CAS;
		end
		else if(CurrentState == Wait_CAS) begin			
			CPUReset_L <= 1;		
			CPU_Dtack_L <= 0;		
			DramDataLatch_H <= 1;		
			Command <= NOP;	
			if (TimerDone_H) begin
				NextState <= Terminate;
			end
			else NextState <= Wait_CAS;
		end
		else if(CurrentState == Terminate) begin
			CPUReset_L <= 1;								
			Command <= NOP;	
			if((UDS_L == 0) || (LDS_L == 0)) begin	
				CPU_Dtack_L <= 0;							
				NextState <= Terminate;
			end
			else 
				NextState <= Idle_state;
		end	
	end	 
endmodule
```
`flow/run.sh`:
```
#!/bin/bash
# OpenROAD 26Q1-2900-gdf79404cd8, Yosys 0.63+post, stock flow scripts
make -C /OpenROAD-flow-scripts/flow DESIGN_CONFIG=/design/flow/config.mk WORK_HOME=/design/flow/orfs finish
```
`flow/config.mk`:
```
export PLATFORM = sky130hd
export DESIGN_NAME = M68kDramController_Verilog
export DESIGN_NICKNAME = M68kDramController_Verilog
export VERILOG_FILES = /design/flow/design.v
export SDC_FILE = /design/flow/constraint.sdc
export NUM_CORES = 4
export LEC_CHECK = 1
export CORE_UTILIZATION = 30
```
`flow/constraint.sdc`:
```
current_design M68kDramController_Verilog

set clk_period 7.8
set clk_io_pct 0.2

create_clock -name clk0 -period $clk_period [get_ports {Clock}]

set non_clock_inputs [all_inputs -no_clocks]
set_input_delay [expr $clk_period * $clk_io_pct] -clock clk0 $non_clock_inputs
set_output_delay [expr $clk_period * $clk_io_pct] -clock clk0 [all_outputs]
```
==> GITHUB_STEP_SUMMARY <==
### Metrics collected by this job

| Metric | Value |
|---|---|
| Die width | `123.1 um` |
| Top cells by count, synth | `edfxtp_1, nor2_1, nand2_1` |
| YS chip area | `about 4400 um^2` |
| Worst r2r path cells | `3` |
| Dominant synthesized flop cell | `edfxtp_1` |
| Worst R2R Start | `CurrentState[0]$_DFF_PN0_` |
| Root Buffer | `clkbuf_16` |
| Cts hold-fix bufs | `0` |
| Worst setup SP type | `flop` |
| Vias per cell | `between 4 and 5` |
| Routed WL | `9039 um` |
| Clock sinks | `around 93` |
| Routed len/inst | `13.82 um` |
| Slack of the worst reg-to-reg path | `around 2.3 ns` |
| Buffer depth of the longest clock path | `2` |
| Cell Rows | `43` |
| Critical Path Fanout Max | `1` |
| Top cells by area, synth | `edfxtp_1, nor2_1, xnor2_1` |
| Yosys cell count | `between 300 and 400` |
| Number of enable flip-flop cells | `roughly 88` |
| Total GRT Usage | `between 10% and 20%` |
| OpenROAD warnings | `about 80` |
| Final antenna-violating net count | `0` |
| Worst vdd ir | `about 150 uV` |
| DP Area | `between 5000 and 6000 um^2` |
| Hold Crit Class | `reg2reg` |
| Initial antenna violation count | `0` |
| Num CTS Buffers | `9` |
| Clock slew at reported path FFs | `~0.07 ns` |
| Area leader share | `around 60%` |
| RSZ-0062 raised after global routing | `no` |
| Sequence of cells on the critical path | `clkdlybuf4s50_1` |
| WP data required | `6.24 ns` |
| Setup_tns | `0 ns` |
| Crit-path max cell delay | `0.46 ns` |
| Core ar. | `between 10000 and 15000 um^2` |
| Die Ht | `around 120 um` |
| CP endpoint kind | `primary output` |
| FFs w/ async S/R, synth | `between 5 and 6%` |
| Drt pass-1 iters | `4` |
| Seq share, synth | `a little over three fifths` |
| CP Class | `reg2out` |
| Clk latency of the worst-skew pair | `approximately 0.4 ns` |
| Hold path startpoint | `RefreshTimer[4]$_SDFFCE_PP1P_` |
| PD cells | `333.7 nW/um^2` |
| Filler cells | `~1300` |
| IO buf count | `88` |
| Area grow syn2layout | `32.16%` |
| Drt initial violations | `about 220` |
| Fin. Hold Viols | `0` |
| Buffers inserted by post-CTS timing repair | `0` |
| Initial Utilization | `between 30% and 40%` |
| Antenna diode count | `0` |
| Chip Area | `~15000 um^2` |
| Status | `complete, no violations` |
| Syn_area_per_cell | `12.06 um^2` |
| Ratio of cells with drive above 1 in the final layout | `under 10%` |
| Post-cts repair resize count | `0` |
| Relative slew slack | `between 40% and 50%` |
| Final Max Slew Viols | `0` |
| Grt ovf | `0` |
| Gate count after technology mapping | `roughly 370` |
| Leak | `0.002159 uW` |
| Synth top cell by count | `edfxtp_1` |
| Unique masters post-synth | `between 50 and 60` |
| TritonCTS clock tree | `yes` |
| Worst path top cell family by delay | `buffers and inverters` |
| Setup violations, final | `0` |
| Largest net degree at the start of global routing | `roughly 46` |
| Worst Max-Slew Pin Slew | `0.7556 ns` |
| First-pass GRT wire length | `13900 um` |
| Reg-to-Reg End | `DataOut[8]$_DFFE_NP_` |
| Synthesized area | `about 4400 um^2` |
| Synth Register Bits | `about 93` |
| Max Cap Viol | `0` |
| Worst Hold End | `RefreshTimer[4]$_SDFFCE_PP1P_` |
| Num ports | `114` |
| Post-route DRC | `0` |
| Crit path buf inv count | `1` |
| Cell area after layout | `~5800 um^2` |
| Yosys top cell by area | `edfxtp_1` |
| Worst Path Arrival | `just over 5 ns` |
| Vias in the first global route | `just under 3000` |
| Critical path's slowest cell | `clkdlybuf4s50_1` |
| H-tree levels | `3` |
| Worst Skew | `0.05923 ns` |
| Hold-critical path depth | `2` |
| RD Place Congestion | `between 0.8 and 0.9` |
| Synthesis Warnings | `2` |
| Via count | `3104` |
| Hpwl dp | `around 6300 um` |
## kinds of logic after synthesis
kind of cell | synth area share [%]
AND-OR/OR-AND | 9.838
XOR/XNOR | 5.175
adder cells (fa/ha/maj) | 0.8531
buffers and inverters | 2.474
flip-flops | 62.89
other | 0.08522
AND/OR/NAND/NOR | 18.68
## layer usage
layer  track usage [%]  routed length, um  share of wire (%)  vias to the layer above
met5                 0                  0                  0                        -
met4             2.711                199                2.2                        0
met3             3.107                824                9.1                       21
met2             19.14               4014                 44                      122
met1             17.22               4001                 44                     1418
li1                  -                  -                  -                     1543
## placed cells by master, fill, tap and decap left out, types with 5 or more instances in the layout
cell             synthesis  routed
dfrtp_1                  5       5
clkbuf_16                0       9
and2_1                  20      20
nor3_1                  14      14
clkdlybuf4s50_1          0      87
nand2_1                 32      32
nor2b_1                  7       7
nand3_1                  5       5
a22o_1                   6       6
xor2_1                  11      11
buf_4                    2       5
o21ai_0                  8       8
xnor2_1                 15      15
or2_2                    5       5
nor2_1                  46      46
edfxtp_1                88      88
a21oi_1                 11      11
nor4_1                   5       5
inv_1                    9      24
nand2b_1                 9       9
## final cells by class
class / instances / area (um^2) / area share [%]
Clock buffer: 9 / 225.2 / 3.873
Clock inverter: 23 / 126.4 / 2.173
Inverter: 8 / 30.03 / 0.5164
Multi-Input combinational cell: 248 / 1528 / 26.27
Sequential cell: 93 / 2768 / 47.59
Tap cell: 180 / 225.2 / 3.873
Timing Repair Buffer: 93 / 913.4 / 15.71
## sequential cells by signal, summed over array words and instances, names as in the netlist
register,cells
CurrentState,4
DataOut,16
DramState,4
Dtack_L,1
RefreshTimer,16
ResetOut_L,1
SDram_Addr,13
SDram_BA,2
SDram_CAS_L,1
SDram_CKE_H,1
SDram_DQ,16
SDram_RAS_L,1
SDram_WE_L,1
Timer,16
## how the worst max path moves through the flow
stage	start	endpoint	slack [ns]	cells after the start
after CTS	DataOut[6]$_DFFE_NP_	DataOut[6]	1.15	1
after global routing	DataOut[6]$_DFFE_NP_	DataOut[6]	1.10	1
final	DataOut[6]$_DFFE_NP_	DataOut[6]	1.17	1
## power by group
| part | internal, uW | leakage, uW | total (uW) | switching [uW] |
|---|---|---|---|---|
| sequential | 726 | 0.000964 | 872 | 146 |
| clock | 237 | 0.000232 | 453 | 216 |
| combinational | 304 | 0.000963 | 615 | 311 |
## metrics by stage
stage | setup WS (ns) | hold slack, ns | total power, uW | util, % | instances
2_1_floorplan | 1.777 | 0.4458 | 1299 | - | 366
3_3_place_gp | 1.574 | 0.5744 | 1498 | 38.79 | 623
3_5_place_dp | 1.565 | 0.5734 | 1507 | 38.79 | 623
4_1_cts | 1.152 | 0.5963 | 1958 | 41.26 | 654
5_1_grt | 1.104 | 0.6382 | 2086 | 41.26 | 654
6_report | 1.166 | 0.5970 | 1940 | 41.26 | 654
Power and IR drop assume default switching activity.
